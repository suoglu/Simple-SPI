**flow/design.v**
```verilog
module MISO_switch#(parameter SLAVE_COUNT = 8)(
  input [SLAVE_COUNT-1:0] MISO_in,
  input [SLAVE_COUNT-1:0] CS,
  output MISO_out);
  reg [SLAVE_COUNT-1:0] MISO;
  integer i;
  always@*
    begin
      for(i = 0; i < SLAVE_COUNT; i = i + 1)
        begin
          MISO[i] <= (~CS[i]) & MISO_in[i];
        end
    end
  assign MISO_out = |MISO;
endmodule 
```
**flow/run.sh**
```bash
#!/bin/bash
# OpenROAD 26Q1-2900-gdf79404cd8, Yosys 0.63+post, stock flow scripts
make -C /OpenROAD-flow-scripts/flow DESIGN_CONFIG=/design/flow/config.mk WORK_HOME=/design/flow/orfs finish
```
**flow/config.mk**
```make
export PLATFORM = sky130hd
export DESIGN_NAME = MISO_switch
export DESIGN_NICKNAME = MISO_switch
export VERILOG_FILES = /design/flow/design.v
export SDC_FILE = /design/flow/constraint.sdc
export NUM_CORES = 4
export LEC_CHECK = 1
export CORE_AREA = 10 10 70 70
export DIE_AREA = 0 0 80 80
```
**flow/constraint.sdc**
```tcl
current_design MISO_switch

set clk_period 1.7
set clk_io_pct 0.2

create_clock -name clk0 -period $clk_period

set non_clock_inputs [all_inputs -no_clocks]
set_input_delay [expr $clk_period * $clk_io_pct] -clock clk0 $non_clock_inputs
set_output_delay [expr $clk_period * $clk_io_pct] -clock clk0 [all_outputs]
```
==> GITHUB_STEP_SUMMARY <==
### Flow metrics

| Metric | Value |
|---|---|
| Status | finished clean |
| Hold endpoint | MISO_out |
| Place WS | -0.435 ns |
| Top cells by area | inv_1, o22ai_1, or4_1 |
| Worst setup margin | 0.0924 ns |
| Cell area after synthesis | 62.6 um^2 |
| Share of cells above drive strength 1 | 0.0667 |
| Mux cell area share after synthesis | 0 |
| Slowest stage delay, CP | 0.48 ns |
| Aoi share | 0.400 |
| Vias | roughly 150 |
| Crit path max-delay cell type | or4_1 |
| Final Wtd Congestion | 0.838 |
| Syn avg cell area | between 4 and 5 um^2 |
| Sw frac | 0.276 |
| Critical path startpoint | MISO_in[4] |
| Yosys top cell by area | inv_1 |
| CP Class | primary input to primary output |
| Post-synth cell types | 3 |
| OpenROAD warning count | 32 |
| TritonRoute pass-1 iters | 1 |
| Core area | 3420 um^2 |
| Number of max-cap violations | 0 |
| Top logic family | buffers and inverters |
| Clock power frac | 0 |
| RSZ-0062 raised after global routing | no |
| Setup violators final | 0 |
| Flops | 0 |
| Final hold slack | 1.18 ns |
| Row Count | 21 |
| Buffers and inverters on the worst path | 3 |
| Post-Route Utilization | 0.0806 |
| Remaining antenna violation count after routing | 0 |
| Yosys cell count | 13 |
| Simple Share, Synth | 0.120 |
| Logic gate share of total power | 1.000 |
| Net Switching | 0.0100 mW |
| First-pass GRT wire length | 759 um |
| N_diodes | 0 |
| Most frequent cells in the layout | dlygate4sd2_1, inv_1, o22ai_1, clkdlybuf4s15_1 |
| Relative slew slack | 0.910 |
| CP Launch Type | primary input |
| Cells after Synth | 13 |
| Hold path start | MISO_in[6] |
| Fp_density | 0.0183 |
| IR drop worst, VDD | 0.0000128 V |
| # IOs | 17 |
| Hold Path Stages | 5 |
| Max Fclk | just over 600 MHz |
| Final hold vios | 0 |
| Yosys warns | 1 |
| GRT Total Usage | 0.0145 |
| Clkbuf count | 0 |
| Pwr Density | 132 nW/um^2 |
| Initial antenna violation count | 0 |
| Crit path required time | ~1.4 ns |
| Area growth from synthesis to layout | 340% |
| Seq/Total Area, Yosys | 0 |
| Leakage | 0.136 nW |
| P_int | about 0.026 mW |
| Yosys chip area | 62.6 um^2 |
| Fa+ha+maj area frac | 0 |
| Routed len/inst | roughly 6.8 um |
| Sequential share of power | 0 |
| Starting DRT DRC Count | 0 |
| Hold-fix buffers, CTS | 0 |
| HP Class | primary input to primary output |
| Largest net degree at the start of global routing | 2 |
| Crit Path Max Fanout | 1 |
| Vias in the first global route | around 150 |
| Final period util | 0.946 |
| IO buf count | 17 |
| Routed WL | 519 um |
| Filler cells | 413 |
| Vias per std cell | 1.93 |
| Crit path cell chain | dlygate4sd2_1 > inv_1 > o22ai_1 > or4_1 > buf_2 |
| Most common cell after layout, fill and taps aside | dlygate4sd2_1 |
| Seq. cell area | 0 um^2 |
| Critical Path Sink Type | primary output |
| Chip area | 6400 um^2 |
| Least-Margin Pin Slew | 0.135 ns |
| Top cell area share | 0.480 |
| Crit-path leading delay family | simple AND/OR/NAND/NOR gates |
| Die height | 80 um |
| Total gr overflow | 0 |
| Die X | about 80 um |
| Fin crit period | 1.61 ns |
| Xor/xnor share | 0 |
| # Post-CTS Setup Buffers | 0 |
| DP HPWL | 467 um |
| Max Slew Vio Count | 0 |
| # DRC | 0 |
| Worst Path Arrival | about 1.3 ns |
## Yosys cell counts
library cell	n
o22ai_1	4
inv_1	8
or4_1	1
## logic make-up after synthesis
kind of cell,after synthesis
buffers and inverters,8
AND-OR/OR-AND,4
AND/OR/NAND/NOR,1
## power by group through the flow
stage	Combinational [mW]	Clock, mW	Sequential (mW)
4_1_cts	0.0344	0	0
6_report	0.0363	0	0
5_1_grt	0.0411	0	0
## metrics by stage
stage / power (mW) / area, um^2 / instances / TNS (ns)
final: 0.0363 / 275 / 76 / 0
after global routing: 0.0411 / 275 / 76 / 0
after CTS: 0.0344 / 265 / 76 / 0
after detailed placement: 0.0484 / 290 / 76 / -0.435
after global placement: 0.0480 / 290 / 76 / -0.437
after floorplan: 0.00840 / 62.6 / 13 / 0
## final cells by class
| type | instances | area (um^2) | share of cell area |
|---|---|---|---|
| repair buffers | 17 | 149 | 0.541 |
| multi-input cells | 5 | 38.8 | 0.141 |
| inverters | 8 | 30.0 | 0.109 |
| well taps | 46 | 57.6 | 0.209 |
## worst max-delay path by stage
stage	cells past startpoint	end	slack, ns
4_1_cts	5	MISO_out	0.05
5_1_grt	5	MISO_out	0.004
6_report	5	MISO_out	0.09
## worst min-delay path, cell delays in order
cell	delay (ns)
clkdlybuf4s15_1	0.16
inv_1	0.04
o22ai_2	0.10
or4_1	0.12
buf_2	0.09
## what timing repair did
action,CTS,global route
pin swaps,5,2
cloned,0,0
setup endpoints to repair,1,1
hold endpoints to repair,0,0
resized,19,4
## routing by layer
metal	share of wire	global-route usage	up-vias	wire length (um)
met5	0	0	-	0
met4	0	0	0	0
met3	0.21	0.00795	0	107
met2	0.28	0.0177	15	145
met1	0.51	0.0224	57	266
li1	-	-	75	-
Power figures rest on the tool's default switching activity, not on a simulated workload.
