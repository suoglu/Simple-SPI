==> design.v <==
module spi_master#(parameter SLAVE_COUNT = 8)(
  input clk,
  input rst,
  input ext_spi_clkx2,  
  input start_trans,  
  output busy, 
  output reg MOSI, 
  input MISO, 
  output SCLK, 
  output reg [(SLAVE_COUNT-1):0] CS, 
  input [31:0] tx_data, 
  output reg [31:0] rx_data, 
  input [($clog2(SLAVE_COUNT)-1):0] chipADDRS, 
  input [1:0] transaction_length,  
  input CPOL,  
  input CPHA,  
  input default_val);
  localparam SLAVE_ADDRS_LEN = $clog2(SLAVE_COUNT);
  localparam SPI_READY  = 2'b00,  
            SPI_PRE_Tx  = 2'b01,  
            SPI_Tx  = 2'b11,  
            SPI_POST_Tx = 2'b10;  
  reg [4:0] SPI_transaction_counter;
  reg [1:0] SPI_state;
  wire SPI_ready, SPI_pre_t, SPI_working, SPI_post_t;
  reg [31:0] rx_buff;
  reg [32:0] tx_buff;
  reg spi_clk_main;  
  wire spi_clk_sys;  
  assign SPI_ready = (SPI_state == SPI_READY);
  assign SPI_pre_t = (SPI_state == SPI_PRE_Tx);
  assign SPI_working = (SPI_state == SPI_Tx);
  assign SPI_post_t = (SPI_state == SPI_POST_Tx);
  assign busy = ~SPI_ready;
  always@(posedge ext_spi_clkx2 or posedge rst)
    begin
      if(rst) begin
        spi_clk_main <= 1'b0;
      end else begin
        spi_clk_main <= ~spi_clk_main;
      end
    end
  assign SCLK = (SPI_working) ? (CPOL ^ spi_clk_main) : CPOL;
  assign spi_clk_sys = (SCLK ^ CPOL) ^ CPHA;
  always@(posedge clk)
    begin
      if(rst)
        begin
          SPI_state <= SPI_READY;
        end
      else
        begin
          case(SPI_state)
            SPI_READY:
              begin
                SPI_state <= (start_trans) ? SPI_PRE_Tx : SPI_READY;
              end
            SPI_PRE_Tx:
              begin
                SPI_state <= (CPOL == (spi_clk_main ^ CPOL)) ? SPI_Tx : SPI_PRE_Tx;
              end
            SPI_Tx:
              begin
                SPI_state <= (((~|SPI_transaction_counter & ext_spi_clkx2) & (CPOL == SCLK))) ? SPI_POST_Tx : SPI_Tx;
              end
            SPI_POST_Tx:
              begin
                SPI_state <= SPI_READY;
              end
          endcase
        end
    end
  always@(negedge ext_spi_clkx2 or posedge SPI_pre_t)
    begin
      if(SPI_pre_t)
        begin
          case(transaction_length)
            2'b00:  
              begin
                SPI_transaction_counter <= 5'd24;
              end
            2'b01:  
              begin
                SPI_transaction_counter <= 5'd16;
              end
            2'b10:  
              begin
                SPI_transaction_counter <= 5'd8;
              end
            2'b11:  
              begin
                SPI_transaction_counter <= 5'd0;
              end
          endcase
        end
      else
        begin
          SPI_transaction_counter <= SPI_transaction_counter + {4'h0,(spi_clk_main & SPI_working)};
        end
    end
  always@*
    begin
      if(busy)
        case(transaction_length)
          2'd0:
            begin
              MOSI = (CPHA) ? tx_buff[8] : tx_buff[7];
            end
          2'd1:
            begin
              MOSI = (CPHA) ? tx_buff[16] : tx_buff[15];
            end
          2'd2:
            begin
              MOSI = (CPHA) ? tx_buff[24] : tx_buff[23];
            end
          2'd3:
            begin
              MOSI = (CPHA) ? tx_buff[32] : tx_buff[31];
            end 
        endcase
      else
        MOSI = default_val;
    end
  always@(negedge spi_clk_sys or posedge SPI_pre_t)
    begin
      if(SPI_pre_t)
        begin
          tx_buff <= {default_val, tx_data};
        end
      else
        begin
          tx_buff <= {tx_buff[31:0], default_val};
        end
    end
  always@(posedge spi_clk_sys or posedge SPI_ready)
    begin
      if(SPI_ready)
        begin
          rx_buff <= 32'h0;
        end
      else
        begin
          rx_buff <= {rx_buff[30:0], MISO};
        end
    end
  always@(posedge clk)
    begin  
      rx_data <= (SPI_post_t) ? rx_buff : rx_data;
    end
  always@(posedge clk)
    begin
      if(rst)
        begin
          CS <= {SLAVE_COUNT{1'b1}};
        end
      else
        begin
          case(SPI_state)
            SPI_READY:
              begin
                CS[chipADDRS] <= ~start_trans;
              end
            SPI_POST_Tx:
              begin
                CS <= {SLAVE_COUNT{1'b1}};
              end
          endcase
        end
    end
endmodule
module spi_slave(
  input clk,
  input rst,
  output busy, 
  input MOSI, 
  output MISO, 
  input SCLK, 
  input CS, 
  input [31:0] tx_data, 
  output reg [31:0] rx_data,
  input [1:0] transaction_length,  
  input CPOL,  
  input CPHA,  
  input daisy_chain,  
  input default_val);
  parameter SPI_READY   = 2'b00,  
            SPI_PRE_Tx  = 2'b01,  
            SPI_Tx  = 2'b11,  
            SPI_POST_Tx = 2'b10;  
  reg [4:0] SPI_transaction_counter;
  reg [1:0] SPI_state;
  wire SPI_ready, SPI_pre_t, SPI_working, SPI_post_t;
  reg MISO_s;
  reg [31:0] rx_buff;
  reg [32:0] tx_buff;
  wire [15:0] clk_array;
  wire spi_clk_sys;  
  assign MISO = (CS) ? ((daisy_chain) ? MOSI : 1'dZ)  : MISO_s;
  assign SPI_ready = (SPI_state == SPI_READY);
  assign SPI_pre_t = (SPI_state == SPI_PRE_Tx);
  assign SPI_working = (SPI_state == SPI_Tx);
  assign SPI_post_t = (SPI_state == SPI_POST_Tx);
  assign busy = ~SPI_ready;
  assign spi_clk_sys = (SCLK ^ CPOL) ^ CPHA;
  always@(posedge clk)
    begin
      if(rst)
        begin
          SPI_state <= SPI_READY;
        end
      else
        begin
          case(SPI_state)
            SPI_READY:
              begin
                SPI_state <= (~CS) ? SPI_PRE_Tx : SPI_READY;
              end
            SPI_PRE_Tx:
              begin
                SPI_state <= SPI_Tx;
              end
            SPI_Tx:
              begin
                SPI_state <= (CS) ? SPI_POST_Tx : SPI_Tx;
              end
            SPI_POST_Tx:
              begin
                SPI_state <= SPI_READY;
              end
          endcase
        end
    end
  always@*
    begin
      if(busy)
        case(transaction_length)
          2'd0:
            begin
              MISO_s = (CPHA) ? tx_buff[8] : tx_buff[7];
            end
          2'd1:
            begin
              MISO_s = (CPHA) ? tx_buff[16] : tx_buff[15];
            end
          2'd2:
            begin
              MISO_s = (CPHA) ? tx_buff[24] : tx_buff[23];
            end
          2'd3:
            begin
              MISO_s = (CPHA) ? tx_buff[32] : tx_buff[31];
            end 
        endcase
      else
        MISO_s = default_val;
    end
  always@(negedge spi_clk_sys or posedge SPI_pre_t)
    begin
      if(SPI_pre_t)
        begin
          tx_buff <= {default_val, tx_data};
        end
      else
        begin
          tx_buff <= {tx_buff[31:0], default_val};
        end
    end
  always@(posedge spi_clk_sys or posedge SPI_ready)
    begin
      if(SPI_ready)
        begin
          rx_buff <= 32'h0;
        end
      else
        begin
          rx_buff <= {rx_buff[30:0], MOSI};
        end
    end
  always@(posedge clk)
    begin  
      rx_data <= (SPI_post_t) ? rx_buff : rx_data;
    end
endmodule 
module spi_clk_gen(clk_i, rst, division_ratio, clk_o);
  input clk_i, rst;
  input [3:0] division_ratio;
  output clk_o;  
  reg [15:0] clk_array;  
  assign clk_o = clk_array[division_ratio];
  always@(posedge clk_i or posedge rst)
    begin
      if(rst)
        begin
          clk_array[0] <= 0;
        end
      else
        begin
          clk_array[0] <= ~clk_array[0];
        end
    end
    genvar i;
    generate
      for (i = 0; i < 15; i = i + 1) 
        begin
          always@(posedge clk_array[i] or posedge rst)
            begin
              if(rst)
                begin
                  clk_array[i+1] <= 0;
                end
              else
                begin
                  clk_array[i+1] <= ~clk_array[i+1];
                end
            end
        end
    endgenerate
endmodule 
==> run.sh <==
#!/bin/bash
# OpenROAD 26Q1-2900-gdf79404cd8, Yosys 0.63+post, stock flow scripts
make -C /OpenROAD-flow-scripts/flow DESIGN_CONFIG=/design/flow/config.mk WORK_HOME=/design/flow/orfs finish
==> config.mk <==
export PLATFORM = sky130hd
export DESIGN_NAME = spi_clk_gen
export DESIGN_NICKNAME = spi_clk_gen
export VERILOG_FILES = /design/flow/design.v
export SDC_FILE = /design/flow/constraint.sdc
export NUM_CORES = 4
export LEC_CHECK = 1
export CORE_AREA = 10 10 79 79
export DIE_AREA = 0 0 89 89
==> constraint.sdc <==
current_design spi_clk_gen

set clk_period 1.9
set clk_io_pct 0.2

create_clock -name clk0 -period $clk_period [get_ports {clk_i}]

set non_clock_inputs [all_inputs -no_clocks]
set_input_delay [expr $clk_period * $clk_io_pct] -clock clk0 $non_clock_inputs
set_output_delay [expr $clk_period * $clk_io_pct] -clock clk0 [all_outputs]
==> reports/results.md <==
| Group | Parameter | Value |
|:---|:---|:---|
| floorplanning | Core region area | 4661 um^2 |
| yosys | Mean instance size in the synthesized netlist | 14.98 um^2 |
| outcome | Run status | finished, final reports clean |
| setup path | Top fanout value on the critical path | 4 |
| yosys | Yosys stat area | 599.3 um^2 |
| hold path | Min-delay worst type | flop to flop |
| route | 1st-pass router iterations | 2 |
| clocking | Clock-pin transition on the worst setup and hold timing paths | 0 ps |
| final timing | Final-report max-slew violation count | 0 |
| clocking | Number of buffers added to fix hold violations after cts | 0 |
| setup path | Critical Path Most Common Cell | mux2i_1 |
| setup path | Classification of the worst setup path | primary input to primary output |
| finish | Finished Core Util | 0.1560 |
| route | Vias after detailed routing | 279 |
| grt | Total congestion overflow | 0 |
| setup path | Critical path arrival | 1380 ps |
| pwr | Peak ir drop on the vdd network | 0.03509 mV |
| floorplanning | Chip footprint | 7921 um^2 |
| final timing | Final setup vio count | 0 |
| route | DRC | 0 |
| floorplanning | Die width | 89 um |
| route | Wire length reported by the detailed router | 807 um |
| clocking | Skew-Pair Late Insertion Delay | 0 ps |
| final timing | Slew margin rel. | 0.8717 |
| yosys | Summed instance area of the synthesized netlist | 599.3 um^2 |
| final timing | Register pins left without a clock | 15 |
| yosys | Register share after synthesis | 0.6681 |
| yosys | Number of different library cells in the post-synthesis netlist | 4 |
| flow run | Tally of max-capacitance violations | 0 |
| route | Routed len/inst | 7.912 um |
| route | Number of inserted diodes | 0 |
| route | Violation tally from detailed-route iteration zero | 22 |
| grt | Wire length of the first global-routing pass | 1386 um |
| setup path | Data required time of the worst path | 1520 ps |
| finish | Area delta synth->final | 21.29% |
| final timing | Worst hold margin | 523.2 ps |
| grt | Largest net degree at the start of global routing | 17 |
| setup path | Crit-path cells | buf_8 > mux4_2 > mux2i_1 > mux2i_1 > clkdlybuf4s15_1 |
| final timing | Total count of hold-check failures in the final report | 0 |
| final timing | Maximum achievable frequency | 567.9 MHz |
| floorplanning | Cell Rows | 25 |
| placed design | GP Congestion | 0.7594 |
| setup path | Crit path max-delay cell type | mux4_2 |
| yosys | Yosys warns | 2 |
| yosys | Cell count listed in synth_stat.txt | 40 |
| floorplanning | Vert. Die Dim | 89 um |
| final timing | Period minus WS final | 1761 ps |
| placed design | Dpl hpwl | 688.5 um |
| yosys | Number of register bits inferred by synthesis | 16 |
| finish | Number of filler cells placed in the layout | 501 |
| pwr | Leak | 0.3155 nW |
| floorplanning | Initial Util | 0.1286 |
| final timing | RSZ-0062 raised after global routing | no |
| setup path | Largest stage delay, worst path | 500 ps |
| placed design | Buffers added on ports | 6 |
| grt | Global-route usage over all layers | 0.02069 |
| finish | Number of flip-flops in the largest register | 16 |
| finish | Leading registers by flop count | clk_array x16 |
| grt | Vias in the first global route | 309 |
| final timing | Period Utilization, post-route | 0.9268 |
| setup path | Endpoint class of the critical path | primary output |
| pwr | Pwr Density | 65.50 nW/um^2 |
| finish | Fraction of final layout cells with drive strength greater than 1 | 0.1667 |
| final timing | Layout Skew | 0 ps |
| grt | Initial antenna violation count | 0 |
| setup path | Setup crit start kind | primary input |
| route | Antenna Nets Post-Route | 0 |
| finish | Register with the most flip-flops | clk_array |
| floorplanning | Io pins | 7 |
| final timing | Tightest Pin Transition | 192.4 ps |
| final timing | Number of unconstrained endpoints | 15 |
| flow run | Number of OpenROAD warnings | 28 |
| route | Vias per cell | 2.735 |
| yosys | Synthesized instance count | 40 |
-- cells in the final DEF (no fill, tap or decap) --
| master | instances |
|---|---|
| buf_4 | 2 |
| buf_8 | 1 |
| clkbuf_2 | 1 |
| clkdlybuf4s15_1 | 1 |
| clkdlybuf4s50_1 | 3 |
| dfrtp_1 | 16 |
| inv_1 | 17 |
| mux2i_1 | 3 |
| mux4_2 | 4 |
-- per-layer routing --
layer  vias to the layer above  wire length, um  share of wire  GRT usage
met1                       137              383           0.47    0.02870
li1                        134                -              -          -
met3                         0              107           0.13    0.01194
met5                         -                0              0          0
met2                         8              316           0.39    0.02926
met4                         0                0              0          0
-- timing repair --
action | in CTS | in global routing
pin swaps | 0 | 0
gates resized | 14 | 3
setup buffers | 0 | 0
setup endpoints to repair | 1 | 1
-- through the flow --
step / setup TNS [ps] / worst slack (ps) / cell area, um^2 / instances / power (mW)
after detailed placement: -714.0 / -714.0 / 742.0 / 102 / 0.04762
after CTS: 0 / 52.21 / 726.9 / 102 / 0.04845
after global routing: 0 / 39.40 / 726.9 / 102 / 0.05102
after floorplan: 0 / 441.0 / 599.3 / 40 / 0.03069
after global placement: -704.4 / -704.4 / 742.0 / 102 / 0.04770
final: 0 / 139.0 / 726.9 / 102 / 0.04762
-- cell families (layout without fill, tap and decap cells) --
logic type	count (synthesis)	after routing	share of synthesized area
buffers and inverters	17	25	0.1065
DFF	16	16	0.6681
muxes	7	7	0.2255
-- worst max-delay path, delay by kind of cell --
kind	cells	cell delay, ps
multiplexers	3	730
buffers and inverters	2	270
-- layout make-up --
class | instances | area [um^2] | area share
inverters | 17 | 63.81 | 0.08778
multi-input cells | 7 | 120.1 | 0.1652
flip-flops and latches | 16 | 400.4 | 0.5508
well taps | 54 | 67.56 | 0.09294
repair buffers | 8 | 75.07 | 0.1033
-- power breakdown --
group | total [mW] | internal, mW | switching (mW)
Combinational | 0.0263 | 0.0147 | 0.0116
Sequential | 0.0213 | 0.0213 | 0
Clock | 0 | 0 | 0
-- synthesized netlist by cell type --
cell type,number,area [um^2]
inv_1,17,63.81
dfrtp_1,16,400.4
mux4_1,4,105.1
mux2i_1,3,30.03
-- final timing paths --
| path | depth (start not counted) | endpoint | slack, ps | start |
|---|---|---|---|---|
| max | 5 | clk_o | 140 | division_ratio[0] |
| min | 2 | clk_array[0]$_DFF_PP0_ | 520 | clk_array[0]$_DFF_PP0_ |
| max reg2reg | 2 | clk_array[0]$_DFF_PP0_ | 1300 | clk_array[0]$_DFF_PP0_ |
| min reg2reg | 2 | clk_array[0]$_DFF_PP0_ | 520 | clk_array[0]$_DFF_PP0_ |
| max in group asynchronous | 3 | clk_array[0]$_DFF_PP0_ | 1040 | rst |
| min in group asynchronous | 3 | clk_array[0]$_DFF_PP0_ | 690 | rst |
Power figures rest on the tool's default switching activity, not on a simulated workload.
